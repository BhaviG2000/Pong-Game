**design/flow/config.mk**
```make
export PLATFORM = sky130hd
export DESIGN_NAME = ball
export DESIGN_NICKNAME = ball
export VERILOG_FILES = /design/flow/design.v
export SDC_FILE = /design/flow/constraint.sdc
export NUM_CORES = 4
export LEC_CHECK = 1
export CORE_UTILIZATION = 30
```
**design/flow/constraint.sdc**
```tcl
current_design ball

set clk_period 8.5
set clk_io_pct 0.2

create_clock -name clk0 -period $clk_period [get_ports {clk_1ms}]

set non_clock_inputs [all_inputs -no_clocks]
set_input_delay [expr $clk_period * $clk_io_pct] -clock clk0 $non_clock_inputs
set_output_delay [expr $clk_period * $clk_io_pct] -clock clk0 [all_outputs]
```
**design/flow/design.v**
```verilog
module ball(
	input clk,clk_1ms,reset,
	input [9:0] x, y,
	output ball_on,
	output [11:0] rgb_ball,
	input [9:0] x_paddle1, x_paddle2, y_paddle1, y_paddle2,
	output reg [3:0]  p1_score, p2_score,
	input [1:0] game_state
	);
	localparam H_ACTIVE	= 640;
	localparam V_ACTIVE	= 480;
	localparam ball_width = 16;  
	localparam ball_height = 16; 
	localparam paddlewidth = 16;
	localparam paddleheight = 80;
	integer dx = 1, dy = 1;
	reg [9:0] x_ball, y_ball;
	always @ (posedge clk_1ms)
	begin
		if(!reset)
		begin
			x_ball <= H_ACTIVE/2;
			y_ball <= V_ACTIVE/2;
			p1_score <= 0;
			p2_score <= 0;	
		end
		else if (game_state == 2'b01)
		begin
			if (y_ball == (ball_height/2)+1) 
				dy = dy*-1;
			if (y_ball == (V_ACTIVE-(ball_height/2)-1)) 
				dy = dy*-1;
			if (x_ball > (x_paddle2-ball_width/2) && y_ball > (y_paddle2 - paddleheight/2) && y_ball < (y_paddle2 + paddleheight/2))
				dx = dx*-1;
			if (x_ball < (x_paddle1+ball_width/2) && y_ball > (y_paddle1 - paddleheight/2) && y_ball < (y_paddle1 + paddleheight/2))
				dx = dx*-1;
			if (x_ball == (H_ACTIVE -ball_width/2)) 
			begin 
				x_ball <= H_ACTIVE/2;
				y_ball <= V_ACTIVE/2;
				dy = dy*-1;
				dx = dx*-1; 
				p1_score <= p1_score+1;
			end
			else if (x_ball == 0) 
			begin 
				x_ball <= H_ACTIVE/2;
				y_ball <= V_ACTIVE/2;
				dy = dy*-1;
				dx = dx*-1;
				p2_score <= p2_score+1;
			end
			else
			begin
				x_ball <= x_ball + dx;
				y_ball <= y_ball - dy;	
			end
		end
		else  
		begin
			x_ball <= x_ball;
			y_ball <= y_ball;
		end	
	end
	assign ball_on = (x >= x_ball-(ball_width/2) && x <= x_ball+(ball_width/2) && y >= y_ball-(ball_height/2) && y <= y_ball+(ball_height/2))?1:0;
	assign rgb_ball = 12'b111111111111; 
endmodule
```
**design/flow/run.sh**
```bash
#!/bin/bash
# OpenROAD 26Q1-2900-gdf79404cd8, Yosys 0.63+post, stock flow scripts
make -C /OpenROAD-flow-scripts/flow DESIGN_CONFIG=/design/flow/config.mk WORK_HOME=/design/flow/orfs finish
```
==> results.cfg <==
; implementation run metrics
[global_routing]
grt_max_degree = 26
grt_usage_pct = 14.15
antenna_found_initial = 0
grt_overflow = 0
grt_pass1_vias = 4503
grt_pass1_wl_um = 22200

[synthesis]
yosys-stat-area_sq_mm = 0.005689
synthCells = 669
syn_area_sq_mm = 0.005689
ys_cells = 669
edf_count = 18
ys_sh_mux_pct = 0.1759
ff_type = dfxtp_1
synthAoiAreaFrac_pct = 15.17
xor_area_share_pct = 17.13
async_flop_share_pct = 0
ys_sh_simple_pct = 16.54
topCombFamilyByArea = adder cells
yosysUniqueCellTypes = 66
synth_seq_share_pct = 19.35
yosysWarnings = 1
avgSynthCellArea_sq_um = 8.504
ys_sh_adder_pct = 25.12
synth_flop_count = 46

[worst_setup_path]
r2r-start = y_ball[6]$_SDFFE_PN1N_
path_cells = clkdlybuf4s50_1 -> inv_1 -> ha_1 -> nor2b_1 -> nor2_1 -> xnor2_1 -> ha_1 -> nand4_1 -> or3_1 -> o311ai_1 -> nor4_1 -> nand4b_1 -> xor2_4 -> xor2_1 -> ha_1 -> a21o_1 -> a211oi_1 -> o21ai_0 -> a31o_2 -> a21oi_1 -> xor2_1 -> xnor2_1 -> nor3b_1 -> o21a_1
ff2ff_setup_slack_ps = 3590
cp_common_cell = ha_1
cp_max_fo = 10
crit_family = AND-OR/OR-AND gates
critPathLaunchType = primary input
cp-endpoint = x_ball[9]$_SDFFE_PN0N_
cp_slowest_stage_delay_ps = 580
reg2reg_to = x_ball[9]$_SDFFE_PN0N_
crit_path_top_delay_cell = clkdlybuf4s50_1
critPathKind = in -> reg
crit_arrival_ps = 6890
rr_worst_depth = 18
path_depth = 24
startpoint = y_paddle2[3]
cp-end-kind = flip-flop
crit_buf_inv = 2
required_ps = 8680

[clock_tree]
numCtsBuffers = 5
insertion_delay_ps = 280
clock-sinks = 46
cts_setup_buffers = 0
root_buffer = clkbuf_16
htree_levels = 2
post_cts_resized = 0
cts_tree = yes
hold_buffers = 0
clk_pin_slew_ps = 70
clock_path_buffers = 2

[final_layout]
final_cell_mix = 111 x ha_1, 72 x clkdlybuf4s50_1, 65 x xor2_1
final_cells = 955
drive_gt1_share_pct = 3.306
layout_top_cell = ha_1
fillers = 1838
syn_to_final_growth_pct = 18.56

[die]
dieArea_sq_mm = 0.01952
core_sq_mm = 0.01827
die_w_um = 139.7
io-pin-count = 86
fp_util_pct = 31.14
rows = 49
die_h_um = 139.7

[drt]
met2_length_um = 6207
drc = 0
drt_iter0_drc = 160
drtPass1Iterations = 4
antenna_cells = 0
viasPerCell = 4.888
top_layer_used = met4
wl_per_cell_um = 13.83
wl_met1_um = 6511
vias = 4668
ant_nets = 0
wl_met3_um = 399
wl_um = 13200

[place]
dp_cells = 947
port_buffers = 72
gp_congestion = 0.8260
dp_hpwl_um = 10380

[timing]
worst_pin_slew_ps = 801.6
grt_setup_unrepaired = no
period_needed_ps = 6709
setup_viol = 0
hold_slack_ps = 510.8
hold_viol = 0
finalClockPeriodUsage_pct = 78.93
fmaxAchievable_mhz = 149.0
slew_headroom_pct = 46.43
timing_max_transition_violations_final = 0
fin_worst_skew_ps = 5.372
finalSetupTns_ps = 0

[status]
status = completed

[run]
tool_warnings = 30
drv_cap = 0

[pwr]
p_sw_w = 0.0004307
vdd_drop_max_v = 0.0001147
p_leak_nw = 2.805
cellPowerDensity_mw_per_mm2 = 167.6
p_sw_share_pct = 38.09
combinationalPowerShare_pct = 50.0
seq_power_share_pct = 28.1
intPower_w = 0.0007001
p_clk_share_pct = 21.9

[hold_path]
hp-class = reg -> reg
-- power by group through the flow --
stage	sequential, W	combinational [W]	clock, W
4_1_cts	0.000318	0.000572	0.000252
5_1_grt	0.000324	0.000653	0.000261
6_report	0.000318	0.000565	0.000248
-- per-layer routing --
metal	vias up	GRT usage, %
li1	2480	-
met1	2115	21.05
met2	68	23.71
met3	5	0.9467
met4	0	1.041
met5	-	0
-- cells in the mapped netlist, types with 6 or more instances --
cell | n | area, sq um
dfxtp_1 | 28 | 560.5
a31oi_1 | 6 | 37.54
nor3_1 | 16 | 80.08
a21oi_1 | 40 | 200.2
nand2b_1 | 7 | 43.79
o21ai_0 | 23 | 115.1
xnor2_1 | 40 | 350.3
edfxtp_1 | 18 | 540.5
nor2_1 | 50 | 187.7
xor2_1 | 65 | 569.3
nor4_1 | 6 | 37.54
nand3_1 | 19 | 95.09
clkbuf_1 | 17 | 63.81
nand2_1 | 42 | 157.7
inv_1 | 41 | 153.9
o21a_1 | 12 | 90.09
buf_4 | 13 | 97.59
a21o_1 | 8 | 60.06
nand4_1 | 14 | 87.58
nor2b_1 | 8 | 50.05
o22ai_1 | 6 | 37.54
ha_1 | 111 | 1389
-- worst min-delay path, cell delays in order, from the launching register on --
cell and delay [ps]:
dfxtp_1 340, xor2_1 70, nor2_1 70
-- sequential cells by signal, summed over array words and instances, names as in the netlist --
name and cells:
x_ball 10, y_ball 10, dx 9, dy 9, p1_score 4, p2_score 4
-- metrics by stage --
stage	setup slack (ps)	area, sq um	power (W)	utilization [%]
floorplan	2530	5731	0.0007502	-
global placement	1502	6551	0.0008825	35.86
detailed placement	1465	6551	0.0008876	35.86
CTS	1733	6745	0.001142	36.92
global route	1273	6745	0.001238	36.92
finish	1791	6745	0.001131	36.92
-- worst min path at each step --
stage / from / slack [ps] / endpoint / cells after the start
CTS: p2_score[3]$_SDFFE_PN0P_ / 520 / p2_score[3]$_SDFFE_PN0P_ / 2
global route: p1_score[1]$_SDFFE_PN0P_ / 560 / p1_score[1]$_SDFFE_PN0P_ / 2
finish: p2_score[3]$_SDFFE_PN0P_ / 510 / p2_score[3]$_SDFFE_PN0P_ / 2
-- kinds of logic (layout without fill, tap and decap cells) --
group,count (synthesis),count (layout)
AND-OR/OR-AND,134,134
XOR/XNOR,107,107
adder cells (fa/ha/maj),113,113
buffers and inverters,79,125
flip-flops,46,46
multiplexers,1,1
other,1,12
AND/OR/NAND/NOR,188,188
-- final cells by class --
cell class	instances	area, sq um	area share, %
clock inverter	1	30.03	0.4452
multi-input combinational	555	4263	63.20
inverter	42	157.7	2.337
sequential	46	1101	16.32
timing repair buffer	75	743.2	11.02
tap	229	286.5	4.248
clock buffer	7	163.9	2.430
No activity file was given, so power comes from the tool's default toggle rates.
