==> ./design.v <==
module Timer(
  input wire reset,
  input clk,
  output reg [6:0] seg_left,
  output reg [6:0] seg_right
);
reg [59:0] timer = 32'd0;
reg [31:0] count = 32'd0;
reg [6:0] segments [0:9];
initial begin
 seg_left <= 7'b1111111;  
 seg_right <= 7'b1111111;
 segments[0] = 7'b1000000;  
 segments[1] = 7'b1111001;  
 segments[2] = 7'b0100100;  
 segments[3] = 7'b0110000;  
 segments[4] = 7'b0011001;  
 segments[5] = 7'b0010010;  
 segments[6] = 7'b0000010;  
 segments[7] = 7'b1111000;  
 segments[8] = 7'b0000000;  
 segments[9] = 7'b0011000;  
end
always @(posedge clk)
begin
    count<= count + 32'd1;
	 if(~reset)
	 begin
		timer <= 0;
		count <= 32'd0;
	 end
	 if(count == 32'd50000000)  
	 begin
		timer <= timer + 1;
		count <= 0;
		if(timer > 60)
		begin
			timer <= 0;
			seg_left <= 7'b1111111;  
			seg_right <= 7'b1111111;
		end
		case(timer)
			32'd0: begin seg_left <= segments[0]; seg_right <= segments[1];end
			32'd1: begin seg_left <= segments[0]; seg_right <= segments[2];end
			32'd2: begin seg_left <= segments[0]; seg_right <= segments[3];end
			32'd3: begin seg_left <= segments[0]; seg_right <= segments[4];end
			32'd4: begin seg_left <= segments[0]; seg_right <= segments[5];end
			32'd5: begin seg_left <= segments[0]; seg_right <= segments[6];end
			32'd6: begin seg_left <= segments[0]; seg_right <= segments[7];end
			32'd7: begin seg_left <= segments[0]; seg_right <= segments[8];end
			32'd8: begin seg_left <= segments[0]; seg_right <= segments[9];end
			32'd9: begin seg_left <= segments[1]; seg_right <= segments[0];end
			32'd10: begin seg_left <= segments[1]; seg_right <= segments[1];end
			32'd11: begin seg_left <= segments[1]; seg_right <= segments[2];end
			32'd12: begin seg_left <= segments[1]; seg_right <= segments[3];end
			32'd13: begin seg_left <= segments[1]; seg_right <= segments[4];end
			32'd14: begin seg_left <= segments[1]; seg_right <= segments[5];end
			32'd15: begin seg_left <= segments[1]; seg_right <= segments[6];end
			32'd16: begin seg_left <= segments[1]; seg_right <= segments[7];end
			32'd17: begin seg_left <= segments[1]; seg_right <= segments[8];end
			32'd18: begin seg_left <= segments[1]; seg_right <= segments[9];end
			32'd19: begin seg_left <= segments[2]; seg_right <= segments[0];end
			32'd20: begin seg_left <= segments[2]; seg_right <= segments[1];end
			32'd21: begin seg_left <= segments[2]; seg_right <= segments[2];end
			32'd22: begin seg_left <= segments[2]; seg_right <= segments[3];end
			32'd23: begin seg_left <= segments[2]; seg_right <= segments[4];end
			32'd24: begin seg_left <= segments[2]; seg_right <= segments[5];end
			32'd25: begin seg_left <= segments[2]; seg_right <= segments[6];end
			32'd26: begin seg_left <= segments[2]; seg_right <= segments[7];end
			32'd27: begin seg_left <= segments[2]; seg_right <= segments[8];end
			32'd28: begin seg_left <= segments[2]; seg_right <= segments[9];end
			32'd29: begin seg_left <= segments[3]; seg_right <= segments[0];end
			32'd30: begin seg_left <= segments[3]; seg_right <= segments[1];end
			32'd31: begin seg_left <= segments[3]; seg_right <= segments[2];end
			32'd32: begin seg_left <= segments[3]; seg_right <= segments[3];end
			32'd33: begin seg_left <= segments[3]; seg_right <= segments[4];end
			32'd34: begin seg_left <= segments[3]; seg_right <= segments[5];end
			32'd35: begin seg_left <= segments[3]; seg_right <= segments[6];end
			32'd36: begin seg_left <= segments[3]; seg_right <= segments[7];end
			32'd37: begin seg_left <= segments[3]; seg_right <= segments[8];end
			32'd38: begin seg_left <= segments[3]; seg_right <= segments[9];end
			32'd39: begin seg_left <= segments[4]; seg_right <= segments[0];end
			32'd40: begin seg_left <= segments[4]; seg_right <= segments[1];end
			32'd41: begin seg_left <= segments[4]; seg_right <= segments[2];end
			32'd42: begin seg_left <= segments[4]; seg_right <= segments[3];end
			32'd43: begin seg_left <= segments[4]; seg_right <= segments[4];end
			32'd44: begin seg_left <= segments[4]; seg_right <= segments[5];end
			32'd45: begin seg_left <= segments[4]; seg_right <= segments[6];end
			32'd46: begin seg_left <= segments[4]; seg_right <= segments[7];end
			32'd47: begin seg_left <= segments[4]; seg_right <= segments[8];end
			32'd48: begin seg_left <= segments[4]; seg_right <= segments[9];end
			32'd49: begin seg_left <= segments[5]; seg_right <= segments[0];end
			32'd50: begin seg_left <= segments[5]; seg_right <= segments[1];end
			32'd51: begin seg_left <= segments[5]; seg_right <= segments[2];end
			32'd52: begin seg_left <= segments[5]; seg_right <= segments[3];end
			32'd53: begin seg_left <= segments[5]; seg_right <= segments[4];end
			32'd54: begin seg_left <= segments[5]; seg_right <= segments[5];end
			32'd55: begin seg_left <= segments[5]; seg_right <= segments[6];end
			32'd56: begin seg_left <= segments[5]; seg_right <= segments[7];end
			32'd57: begin seg_left <= segments[5]; seg_right <= segments[8];end
			32'd58: begin seg_left <= segments[5]; seg_right <= segments[9];end
			32'd59: begin seg_left <= segments[6]; seg_right <= segments[0];end
		endcase
	end
end
endmodule 
==> ./run.sh <==
#!/bin/bash
# OpenROAD 26Q1-2900-gdf79404cd8, Yosys 0.63+post, stock flow scripts
make -C /OpenROAD-flow-scripts/flow DESIGN_CONFIG=/design/flow/config.mk WORK_HOME=/design/flow/orfs finish
==> ./config.mk <==
export PLATFORM = sky130hd
export DESIGN_NAME = Timer
export DESIGN_NICKNAME = Timer
export VERILOG_FILES = /design/flow/design.v
export SDC_FILE = /design/flow/constraint.sdc
export NUM_CORES = 4
export LEC_CHECK = 1
export CORE_UTILIZATION = 30
==> ./constraint.sdc <==
current_design Timer

set clk_period 5.1
set clk_io_pct 0.2

create_clock -name clk0 -period $clk_period [get_ports {clk}]

set non_clock_inputs [all_inputs -no_clocks]
set_input_delay [expr $clk_period * $clk_io_pct] -clock clk0 $non_clock_inputs
set_output_delay [expr $clk_period * $clk_io_pct] -clock clk0 [all_outputs]
==> README.md <==
| Parameter | This run | Unit |
|:---|:---|:---|
| Worst setup EP type | register | - |
| Post-synth cell types | 58 | - |
| Number of rows in the core area | 46 | - |
| Static Leakage | 0.00189 | uW |
| Final period utilization | 0.608 | - |
| Starting Density | 0.309 | - |
| Hpwl dp | 5850 | um |
| Slowest cell delay on critical path | 600 | ps |
| Internal Power | 1300 | uW |
| Antenna violations before repair | 0 | - |
| Prevailing post-synth register cell | sky130_fd_sc_hd__edfxtp_1 | - |
| Cell accounting for the most synthesized area | sky130_fd_sc_hd__edfxtp_1 | - |
| Number of sinks handled by clock tree synthesis | 105 | - |
| Remaining global-route overflow | 0 | - |
| Die Size | 17,000 | um2 |
| Max-capacitance violation count | 0 | - |
| Startpoint of the tightest hold check path | count[0] | - |
| Number of standard cells reported by yosys | 451 | - |
| Count of buffers added by post-CTS timing repair for setup | 0 | - |
| H-tree Lvls | 3 | - |
| Critical-path top delay cell | sky130_fd_sc_hd__or4_1 | - |
| Reg2reg end | seg_right[2] | - |
| Cell area after technology mapping | 4940 | um2 |
| Data arrival time at the worst-slack endpoint | 3160 | ps |
| NetSw | 359 | uW |
| Number of cell instances on the worst register-to-register path | 7 | - |
| Final count of hold timing violations | 0 | - |
| Vias per cell | 4.68 | - |
| Clock tree skew after final layout | 5.87 | ps |
| Total count of max-transition violations in the final report | 0 | - |
| Maximum vdd drop | 0.000156 | V |
| Routed length per placed instance | 12.0 | um |
| Detailed-route wire length | 8730 | um |
| Total number of vias | 3,407 | - |
| Setup slack of the most critical reg-to-reg path | 2000 | ps |
| First-pass GRT wire length | 15,100 | um |
| Worst-path clk slew | 70 | ps |
| Number of gates resized after CTS | 0 | - |
| Switching share of power | 0.217 | - |
| Clock Tree Buf Depth | 2 | - |
| Clock tree from TritonCTS | built | - |
| Result of the run | finished clean | - |
| Fill cells | 1,575 | - |
| Max frequency | 0.323 | GHz |
| Part of the total power dissipated in the clock network | 0.368 | - |
| Main area contributors | sky130_fd_sc_hd__edfxtp_1 44%, sky130_fd_sc_hd__dfxtp_1 13%, sky130_fd_sc_hd__xnor2_1 4.8% | - |
| Detailed-router iteration count before antenna repair | 4 | - |
| Number of routed nets with antenna violations | 0 | - |
| Number of hold buffers added after CTS | 0 | - |
| Later-pin clock latency in the skew report | 340 | ps |
| Worst hold endpoint | count[0] | - |
| Final-layout setup total negative slack | 0 | ps |
| Cells traversed along the worst timing path | inv_1 -> ha_1 -> or4_1 -> nand4_1 -> and3_4 -> nand4_1 -> o31a_1 | - |
| Final number of setup-violating endpoints | 0 | - |
| Number of remaining DRC errors | 0 | - |
| Number of warnings the tools reported | 29 | - |
| Area delta synth->final | 16.4 | % |
| Yosys warnings | 1 | - |
| Gate power share | 0.053 | - |
| Share of layout cells above drive strength 1 | 0.0527 | - |
| Final weighted congestion of routability-driven global placement | 0.887 | - |
| Count of mapped cells out of synthesis | 451 | - |
| Worst hold slack | 501 | ps |
| Total cell area reported by yosys after synthesis | 4940 | um2 |
| Post-synth tally of flip-flops with integrated enable | 73 | - |
| Post-synthesis async set-or-reset flop share | 0 | - |
| Sequential power share | 0.579 | - |
| Post-route worst setup slack | 2000 | ps |
| Number of buffer cells added on primary ports | 15 | - |
| Synth Seq Share | 0.573 | - |
| GRT Overall Usage | 0.115 | - |
| Boundary pin count | 16 | - |
| Number of synthesized register bits | 105 | - |
| Instance area after placement | 5490 | um2 |
| Iteration-0 DRC count of the detailed router | 192 | - |
| Final standard cell utilization of the core | 0.360 | - |
| CTS Buf Count | 9 | - |
| Die Span X | 130 | um |
| Pwr dens | 288 | nW/um2 |
| Slew Limit Headroom | 0.458 | - |
| Crit path DRT | 5160 | ps |
| DP Worst Slack | 1990 | ps |
| Class of the most critical hold timing path | reg -> reg | - |
| Number of instances on the worst hold path | 1 | - |
| Most used cell, CP | sky130_fd_sc_hd__nand4_1 | - |
| N_diodes | 0 | - |
| Vias in the first global route | 3,110 | - |
| Clock Root Buffer | sky130_fd_sc_hd__clkbuf_16 | - |
| RSZ-0062 raised after global routing | false | - |
| Type of the worst setup path | reg -> reg | - |
| Transition time of the tightest slew-check pin | 812 | ps |
| Top area contributor share | 0.443 | - |
| Overall die height | 130 | um |
| Worst setup SP type | register | - |
| Max FO, Critical Path | 15 | - |
| Core box area | 16,000 | um2 |
| Final standard cell area without fillers | 5750 | um2 |
| Pin count of the biggest net entering global routing | 62 | - |
| Startpoint of the worst register-to-register path | timer[0] | - |
| Per-instance average area after synthesis | 11.0 | um2 |
| Clock period minus final worst setup slack | 3100 | ps |
==> state kept, by name, indices dropped and copies added (netlist names) <==
register	count
timer	60
count	32
seg_right	7
seg_left	6
==> routing by layer <==
metal	up-vias	track usage	wire length, um
met5	-	0	0
met4	0	0.0183	119
met3	14	0.0209	388
met2	67	0.172	3810
met1	1578	0.185	4410
li1	1748	-	-
==> power groups by stage <==
stage | registers [uW] | clock network [uW] | logic (uW)
CTS | 958 | 625 | 88.5
finish | 958 | 609 | 88.1
global route | 961 | 662 | 100
==> how the worst max path moves through the flow <==
stage,start,end,slack [ps],cells after the start
after global routing,timer[4],seg_right[1],1660,5
final,timer[0],seg_right[2],2000,7
after CTS,timer[0],seg_right[2],1980,7
==> cell usage after synthesis, types with 11 or more instances <==
cell type and n:
sky130_fd_sc_hd__nor4_1 27, sky130_fd_sc_hd__clkbuf_1 17, sky130_fd_sc_hd__nand2_1 27, sky130_fd_sc_hd__nor3_1 15, sky130_fd_sc_hd__xnor2_1 27, sky130_fd_sc_hd__xor2_1 11
sky130_fd_sc_hd__nand3_1 21, sky130_fd_sc_hd__dfxtp_1 32, sky130_fd_sc_hd__inv_1 15, sky130_fd_sc_hd__nor2_1 50, sky130_fd_sc_hd__edfxtp_1 73, sky130_fd_sc_hd__nand4_1 21
==> final cells by class <==
type | count | area [um2] | area share
clock inverter | 5 | 32.5 | 0.00565
inverter | 15 | 56.3 | 0.00979
sequential | 105 | 2830 | 0.492
multi-input combinational | 357 | 2140 | 0.373
tap | 216 | 270 | 0.0470
clock buffer | 10 | 229 | 0.0398
timing repair buffer | 20 | 188 | 0.0326
==> worst max-delay path, delay by kind of cell, from the launching register on <==
family	cells	cell delay, ps
AOI/OAI and AO/OA	1	530
buffers and inverters	1	90
adders and majority gates	1	380
and+or+nand+nor	4	1380
DFF	1	440
==> placed cells by master, fill, tap and decap left out, types with 15 or more instances in the layout <==
| cell type | synthesis | final |
|---|---|---|
| sky130_fd_sc_hd__edfxtp_1 | 73 | 73 |
| sky130_fd_sc_hd__conb_1 | 1 | 53 |
| sky130_fd_sc_hd__nor2_1 | 50 | 50 |
| sky130_fd_sc_hd__dfxtp_1 | 32 | 32 |
| sky130_fd_sc_hd__nor4_1 | 27 | 27 |
| sky130_fd_sc_hd__xnor2_1 | 27 | 27 |
| sky130_fd_sc_hd__nand2_1 | 27 | 26 |
| sky130_fd_sc_hd__nand4_1 | 21 | 21 |
| sky130_fd_sc_hd__nand3_1 | 21 | 21 |
| sky130_fd_sc_hd__inv_1 | 15 | 15 |
| sky130_fd_sc_hd__nor3_1 | 15 | 15 |
| sky130_fd_sc_hd__clkdlybuf4s50_1 | 0 | 15 |
==> cell families after synthesis <==
| group | Yosys count | share of synthesized area |
|---|---|---|
| and+or+nand+nor | 219 | 0.250 |
| DFF | 105 | 0.573 |
| buffers and inverters | 41 | 0.0342 |
| AOI/OAI and AO/OA | 39 | 0.0554 |
| xor gates and xnor gates | 38 | 0.0673 |
| adders and majority gates | 6 | 0.0152 |
| muxes | 2 | 0.00405 |
| other | 1 | 0.000759 |
==> stage by stage <==
| step | power (uW) | cells |
|---|---|---|
| 2_1_floorplan | 1040 | 503 |
| 4_1_cts | 1670 | 728 |
| 3_3_place_gp | 1060 | 713 |
| 6_report | 1650 | 728 |
| 5_1_grt | 1720 | 728 |
| 3_5_place_dp | 1060 | 713 |
Power and IR drop assume default switching activity.
