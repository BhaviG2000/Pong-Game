==> /design/flow/design.v <==
module paddle(
	input clk_1ms,reset, 
	input button, button1, button2, button3,
	input [9:0] x, y,
	output paddle1_on,paddle2_on,
	output [11:0] rgb_paddle1, rgb_paddle2,
	output reg [9:0] x_paddle1 = L_position + (paddlewidth/2),
	output reg [9:0] y_paddle1 = V_active/2,
	output reg [9:0] x_paddle2 = H_active-(R_position + (paddlewidth/2)),
	output reg [9:0] y_paddle2 = V_active/2
	);
	localparam H_active = 640;
	localparam V_active = 480;
	localparam paddlewidth = 20;
	localparam paddleheight = 40;
	localparam L_position = 20;
	localparam R_position = 20;
	always @ (posedge clk_1ms)
	begin
		if(!reset)
		begin	
			x_paddle1 <= L_position + (paddlewidth/2);
			y_paddle1 <= V_active/2;
		end
		else if (!button && y_paddle1-(paddleheight/2) > 0)
			y_paddle1 <= y_paddle1-1;
		else if (!button1 && y_paddle1+(paddleheight/2) < V_active)
			y_paddle1 <= y_paddle1+1;
		else y_paddle1 <= y_paddle1;
	end
	assign paddle1_on = (x >= x_paddle1-(paddlewidth/2) && x <= x_paddle1+(paddlewidth/2) && y >= y_paddle1-(paddleheight/2) && y < y_paddle1+(paddleheight/2))?1:0;
	assign rgb_paddle1 = 12'b000011110000; 
	always @ (posedge clk_1ms)
	begin
		if(!reset)
		begin	
			x_paddle2 <= H_active-(R_position + (paddlewidth/2));
			y_paddle2 <= V_active/2;
		end
		else if (!button2 && y_paddle2-(paddleheight/2) > 0)
			y_paddle2 <= y_paddle2-1;
		else if (!button3 && y_paddle2+(paddleheight/2) < V_active )
			y_paddle2 <= y_paddle2+1;
		else y_paddle2 <= y_paddle2;
	end
	assign paddle2_on = (x >= x_paddle2-(paddlewidth/2) && x <= x_paddle2+(paddlewidth/2) && y >= y_paddle2-(paddleheight/2) && y < y_paddle2+(paddleheight/2))?1:0;
	assign rgb_paddle2 = 12'b110000001100;  
endmodule
==> /design/flow/run.sh <==
#!/bin/bash
# OpenROAD 26Q1-2900-gdf79404cd8, Yosys 0.63+post, stock flow scripts
make -C /OpenROAD-flow-scripts/flow DESIGN_CONFIG=/design/flow/config.mk WORK_HOME=/design/flow/orfs finish
==> /design/flow/config.mk <==
export PLATFORM = sky130hd
export DESIGN_NAME = paddle
export DESIGN_NICKNAME = paddle
export VERILOG_FILES = /design/flow/design.v
export SDC_FILE = /design/flow/constraint.sdc
export NUM_CORES = 4
export LEC_CHECK = 1
export CORE_UTILIZATION = 40
==> /design/flow/constraint.sdc <==
current_design paddle

set clk_period 6.2
set clk_io_pct 0.2

create_clock -name clk0 -period $clk_period [get_ports {clk_1ms}]

set non_clock_inputs [all_inputs -no_clocks]
set_input_delay [expr $clk_period * $clk_io_pct] -clock clk0 $non_clock_inputs
set_output_delay [expr $clk_period * $clk_io_pct] -clock clk0 [all_outputs]
==> run summary <==
IO Count -> 92
Top Layout Cells -> ha_1, clkdlybuf4s50_1, conb_1
Area Overhead vs Synth -> 12.0%
initial antenna violation count -> 0
Max Transition Viols Final -> 0
Yosys chip area -> 3210 µm²
max cap viols -> 0
CTS root buffer -> clkbuf_8
DIE AREA -> 8390 µm²
Buffers on Ports -> 47
Setup CP Type -> in -> out
dominant logic cell type in the layout -> ha_1
clock latency on the worst-skew pair -> 0.26 ns
critical path arrival -> 3.67 ns
Final HPWL DP -> 5040 µm
worst-case clock skew -> 0.00126 ns
CTS tree -> done
Hold Violations, Final -> 0
EDFF count, synth -> 0
Hold/Removal Path Class -> reg -> reg
FMAX -> 204 MHz
RSZ-0062 raised after global routing -> false
layout cells sized above 1 -> 0.0307
area of the core -> 7730 µm²
Die X -> 91.6 µm
Reg clk slew, reported paths -> 0.08 ns
min cycle time layout -> 4.91 ns
Max VDD drop -> 0.124 mV
Bufs on Longest Clock Path -> 2
routed len/inst -> 12.3 µm
worst-path cell chain -> clkdlybuf4s50_1, ha_1, nor2b_1, o21ai_0, nand2b_1, a21oi_1, o21ai_0, a41o_1, a221oi_1, clkdlybuf4s50_1
Mean Syn Cell Area -> 8.30 µm²
largest net degree at the start of global routing -> 23
internal reg-to-reg setup slack -> 2.09 ns
crit end category -> output pin
status -> finished clean
H-Tree Depth -> 1
Gate Count Post-Synth -> 387
GPL Wtd Cong -> 0.836
floorplan utilization -> 0.416
vias per inst -> 4.84
Fin Setup TNS -> 0 ns
Global Route Usage Sum -> 0.160
Antenna Nets Post-Route -> 0
worst path required time -> 4.96 ns
Synth Warn # -> 1
main flop type -> dfxtp_1
Post-route DRC -> 0
number of antenna diodes -> 0
Pre-antenna DRT Iters -> 4
clk sinks -> 20
Num CTS Buffers -> 3
Crit-path slowest cell -> clkdlybuf4s50_1
leak pwr -> 1.60 nW
# setup viols final -> 0
vias in the first global route -> 2316
Die Y -> 91.6 µm
CP max FO -> 2
postcts setup bufs -> 0
worst relative slew slack -> 0.574
CP max stage delay -> 0.52 ns
Initial DRC Count -> 60
gr ovfl total -> 0
tally of unique sky130hd cells used after synthesis -> 51
Post-Route WL -> 6450 µm
Post-Syn Area -> 3210 µm²
Post-synth regs -> 20
num rows -> 32
hold buffers post-CTS -> 0
ys async rst share -> 0
tool warning count -> 29
Post-synth seq share -> 0.125
first-pass GRT wire length -> 11000 µm
Worst-Margin Slew -> 0.639 ns
WHS -> 0.584 ns
Vias -> 2541
fin crit share -> 0.792
Startpoint Class -> input port
PD cells -> 391 nW/µm²
yosys cell count -> 387
post-cts sizing count -> 0
-- routing by layer --
| layer | track usage | share of wire |
|---|---|---|
| met5 | 0 | 0 |
| met2 | 0.232 | 0.38 |
| met4 | 0.0251 | 0.014 |
| met1 | 0.261 | 0.55 |
| met3 | 0.0162 | 0.055 |
-- synthesized netlist by cell type, drive strengths merged, types with 4 or more instances --
| cell | count | area share |
|---|---|---|
| a21oi | 21 | 0.033 |
| buf | 56 | 0.13 |
| dfxtp | 20 | 0.12 |
| ha | 56 | 0.22 |
| inv | 10 | 0.012 |
| mux2i | 18 | 0.056 |
| nand2 | 33 | 0.039 |
| nand2b | 9 | 0.020 |
| nand3 | 4 | 0.0062 |
| nor2 | 27 | 0.032 |
| nor2b | 15 | 0.029 |
| nor3 | 6 | 0.0093 |
| nor4 | 4 | 0.0078 |
| o2111ai | 4 | 0.011 |
| o21a | 10 | 0.023 |
| o21ai | 16 | 0.026 |
| xnor2 | 23 | 0.063 |
| xor2 | 15 | 0.043 |
-- per-stage QoR --
stage | cells | area (µm²) | setup WS [ns] | total power [mW] | utilization
2_1_floorplan | 429 | 3370 | 2.51 | 1.08 | -
3_3_place_gp | 522 | 3560 | 1.25 | 1.30 | 0.460
3_5_place_dp | 522 | 3560 | 1.27 | 1.31 | 0.460
4_1_cts | 525 | 3600 | 1.26 | 1.42 | 0.466
5_1_grt | 525 | 3600 | 1.08 | 1.60 | 0.466
6_report | 525 | 3600 | 1.29 | 1.41 | 0.466
-- worst max-delay path, delay by kind of cell --
family | cells | cell delay [ns]
AOI/OAI and AO/OA | 5 | 0.96
adders and majority gates | 1 | 0.31
buffers and inverters | 2 | 0.95
and+or+nand+nor | 2 | 0.21
-- state kept, by name (all words and copies together) (netlist names) --
| register | flops |
|---|---|
| y_paddle1 | 10 |
| y_paddle2 | 10 |
-- cell families (layout without fill, tap and decap cells) --
kind of cell	count (synthesis)	count (layout)	share of synthesized area
fa+ha+maj	58	58	0.231
buf+inv	67	61	0.142
other cells	2	44	0.00234
flops	20	20	0.125
xor+xnor	38	38	0.106
compound gates	76	76	0.168
simple gates	108	108	0.171
mux	18	18	0.0561
-- where the power goes --
group / internal [mW] / switching [mW]
Combinational: 0.530 / 0.476
Sequential: 0.180 / 0.130
Clock: 0.0434 / 0.0469
Total: 0.753 / 0.653
-- path summary, 6_finish.rpt --
path,from,end,cells after the start
max,y[1],paddle2_on,10
min reg2reg,y_paddle1[9],y_paddle1[9],2
max reg2reg,y_paddle1[2],y_paddle1[9],14
min,y_paddle1[9],y_paddle1[9],2
-- layout make-up --
type / count / area (µm²)
Timing Repair Buffer: 48 / 478
Tap cell: 102 / 128
Multi-Input combinational cell: 342 / 2510
Sequential cell: 20 / 400
Inverter: 10 / 37.5
Fill cell: 773 / 4130
Clock buffer: 3 / 41.3
No activity file was given, so power comes from the tool's default toggle rates.
